==> flow/design.v <==
module vgadatapath (resetn, clock, xload, cin, xin, yin, cout, xout, yout, writeEn, countval);
	input resetn, clock, xload;
	input writeEn;
	input [2:0] cin;
	input [5:0] xin, yin;
	output [2:0] cout;
	output [9:0] xout, yout;
	output [3:0] countval;
	reg [5:0] xreg, yreg;
	reg [3:0] counter;
	always@(posedge clock) begin
	    if(!resetn) begin
		   xreg <= 5'b0;
		   yreg <= 5'b0;
		   counter <= 4'b0;
		end
	    else if(writeEn)begin
		   xreg <= xin + counter[1:0];
		   yreg <= yin + counter[3:2];
		   if(counter == 4'b1111) begin
			 counter <= 4'b0;
		    end
		    else begin
			 counter <= counter + 1'b1;
		    end
	    end
	end
	assign cout = cin;
	assign xout = xreg;
	assign yout = yreg;
	assign countval = counter;
endmodule
module vgacontrol (clk, resetn, go, xload, writeEnPress, countval, xloaden, writeEn);
	input clk, resetn, go, xload;
	input [3:0] countval;
	input writeEnPress;
	output reg xloaden, writeEn;
	reg [5:0] current_state, next_state;
	localparam S_LOAD		= 5'd0,
	           S_LOAD_WAIT		= 5'd1,
		   S_PLOT		= 5'd2;
	always@(*)
	begin: state_tablposedgee
		   case (current_state)
			  S_LOAD: next_state = go ? S_LOAD_WAIT: S_LOAD;
			  S_LOAD_WAIT: next_state = go ? S_LOAD_WAIT : S_PLOT;
			  S_PLOT: begin
				if (countval == 4'b0000 && !writeEnPress)
			     next_state = S_LOAD;
				else
			     next_state = S_PLOT;
			  end
		     default: next_state = S_LOAD;
		   endcase
	end
	always@(*)
	begin: enable_signals
	    xloaden = 1'b0;
	    writeEn = 1'b0;
	    case (current_state)
	        S_LOAD: begin
	            xloaden = 1'b1;
	        end
	        S_PLOT: begin
		    writeEn = 1'b1;
		end
	    endcase
	end
	always@(posedge clk)
	begin: state_FFS
	    if(!resetn)
		   current_state <= S_LOAD;
	    else
		   current_state <= next_state;
	end
endmodule
==> flow/run.sh <==
#!/bin/bash
# OpenROAD 26Q1-2900-gdf79404cd8, Yosys 0.63+post, stock flow scripts
make -C /OpenROAD-flow-scripts/flow DESIGN_CONFIG=/design/flow/config.mk WORK_HOME=/design/flow/orfs finish
==> flow/config.mk <==
export PLATFORM = sky130hd
export DESIGN_NAME = vgadatapath
export DESIGN_NICKNAME = vgadatapath
export VERILOG_FILES = /design/flow/design.v
export SDC_FILE = /design/flow/constraint.sdc
export NUM_CORES = 4
export LEC_CHECK = 1
export CORE_AREA = 10 10 81 81
export DIE_AREA = 0 0 91 91
==> flow/constraint.sdc <==
current_design vgadatapath

set clk_period 2.1
set clk_io_pct 0.2

create_clock -name clk0 -period $clk_period [get_ports {clock}]

set non_clock_inputs [all_inputs -no_clocks]
set_input_delay [expr $clk_period * $clk_io_pct] -clock clk0 $non_clock_inputs
set_output_delay [expr $clk_period * $clk_io_pct] -clock clk0 [all_outputs]
==> results.cfg <==
; yosys + openroad results
[yosys]
netlist-cell-type-count = 22
ys_seq_share_pct = 35.21
synth_top_cell_by_area = dfxtp_1
syn-instance-count = 97
synth.cell_area_um2 = 909.6
synth_flops = 16
yosysChipArea_um2 = 909.6
area_leaders = dfxtp_1 (35%), buf_4 (9.9%), ha_1 (6.9%)
yosys_cells = 97
synth-warning-count = 1
top_area_share_pct = 35.21
synth_area_per_cell_um2 = 9.378

[final_timing]
min_period_over_period_pct = 80.60
tightest_slew_ns = 0.5171
finalHoldViolations = 0
final-max-slew-violation-count = 0
max-slew-margin-rel_pct = 65.42
setup_viol = 0
skew_ns = 0.004879
setup_tns_ns = 0
fmax_ghz = 0.5908
rsz0062_at_grt = no
min_period_ns = 1.693

[global_route]
antenna_found_initial = 0
grt_pass1_wl_um = 3636
grt_pass1_vias = 739
grt_max_degree = 17
grt_use_total_pct = 5.380
overflow = 0

[setup_path]
endpoint_kind = register
startpoint_type = input port
crit_buf_inv = 1
critical_path.max_stage_delay_ns = 0.43
cpLargestDelayFamily = adder cells
cpMaxStageDelayCell = fa_1
critPathKind = input port to register
worstPathRequired_ns = 2.24
crit_chain = clkdlybuf4s50_1 > ha_1 > fa_1 > nand3_1 > xor2_1 > a21oi_1
worstPathMaxFanout = 2
worstPathArrival_ns = 1.83

[run]
maxCapViolCount = 0
warnings = 26

[layout]
regArea_um2 = 320.3
final_util_pct = 26.44
drive_gt1_share_pct = 5.600
area_growth_syn_to_layout_pct = 40.03
final.fill_count = 536
layout.area.comb_um2 = 491.7

[clocking]
max-clock-path-buffers = 2
cts_tree = yes
cts-root-buf = clkbuf_8
cts.clk_slew.worst_paths_ns = 0.07
clkSinkCount = 16
cts-hold-fix-buffers = 0
htreeDepth = 1
cts_made_buffers = 3
insertion_delay_ns = 0.25
post-cts-setup-buffers = 0
postCtsResizedCells = 0

[drt]
postRouteAntennaNets = 0
vias = 722
wirelength_um = 2250
drt_iter0_drc = 5
wl_per_cell_um = 11.72
dr.pass1.iters = 4
antenna_cells = 0
route.detailed.drc = 0
via_per_inst = 3.760

[die]
io-pin-count = 46
coreArea_um2 = 4817
dieArea_um2 = 8281
die_h_um = 91
fp-row-count = 25
initial_utilization_pct = 18.88
die_x_um = 91

[placement]
gp_congestion = 0.7518
port_buffers = 30
hpwl_um = 1769

[power]
power_density_nw_per_um2 = 591.3
ir_worst_vdd_v = 0.0002323
p_leak_nw = 0.5015

[run_status]
outcome = finished clean

[worst_hold_path]
hold_class = register to register
==> power breakdown <==
group          switching, mW  leakage [nW]  internal, mW
registers             0.0151         0.132         0.324
clock network          0.112        0.0288         0.166
logic                 0.0473         0.341        0.0878
==> cell usage after synthesis <==
| cell type | instances |
|---|---|
| mux2i_1 | 6 |
| buf_6 | 2 |
| a31oi_1 | 5 |
| or3_1 | 5 |
| xor2_1 | 2 |
| nand2_2 | 1 |
| a21boi_1 | 1 |
| dfxtp_1 | 16 |
| and2_1 | 1 |
| conb_1 | 1 |
| o21ai_0 | 11 |
| clkbuf_1 | 1 |
| nand2_1 | 4 |
| nor2b_1 | 6 |
| buf_4 | 12 |
| o211a_1 | 2 |
| a21oi_1 | 5 |
| inv_1 | 2 |
| fa_1 | 2 |
| ha_1 | 5 |
| xnor2_1 | 3 |
| nand3_1 | 4 |
==> cell type report <==
cell class	instances	area share, %
Multi-Input combinational cell	71	38.61
Sequential cell	16	25.15
Tap cell	67	6.582
Clock buffer	4	4.322
Timing Repair Buffer	32	24.75
Inverter	2	0.5894
==> state kept, by name, summed over array words and instances, names as in the netlist <==
signal   count
counter      4
xreg         6
yreg         6
==> path summary, 6_finish.rpt <==
kind | startpoint | end | slack (ns) | cells after the start
hold / removal | yreg[2] | yreg[2] | 0.50 | 1
setup / recovery | xin[0] | xreg[4] | 0.41 | 6
hold reg to reg | yreg[2] | yreg[2] | 0.50 | 1
setup reg to reg | counter[0] | xreg[4] | 0.59 | 5
==> per-layer routing <==
layer,routed length (um),share of wire [%],vias to the layer above,track usage [%]
met5,0,0,-,0
met4,8,0.36,0,0.3916
met3,222,9.9,2,2.739
met2,936,42,31,7.757
met1,1084,48,312,7.375
li1,-,-,377,-
==> cell families (layout without fill, tap and decap cells) <==
group	count (synthesis)	after routing	share of synthesized area [%]
xor+xnor	5	5	4.815
compound gates	24	24	15.27
other cells	1	8	0.4123
mux	6	6	6.603
flops	16	16	35.21
simple gates	21	21	12.79
fa+ha+maj	7	7	11.28
buf+inv	17	38	13.62
==> stage by stage <==
stage | hold slack, ns | cell area (um^2) | std cells | power, mW | setup WS [ns]
floorplan | 0.4319 | 935.9 | 104 | 0.4124 | 0.6610
global placement | 0.4674 | 1219 | 188 | 0.4842 | 0.1478
detailed placement | 0.4697 | 1219 | 188 | 0.4850 | 0.1460
CTS | 0.4984 | 1274 | 192 | 0.7696 | 0.4142
global route | 0.5236 | 1274 | 192 | 0.8005 | 0.3444
finish | 0.5008 | 1274 | 192 | 0.7532 | 0.4074
==> layout by cell type (no fill, tap or decap), types with 5 or more instances in the layout <==
| cell type | instances |
|---|---|
| a21oi_1 | 5 |
| a31oi_1 | 5 |
| clkdlybuf4s50_1 | 30 |
| conb_1 | 8 |
| dfxtp_1 | 16 |
| ha_1 | 5 |
| mux2i_1 | 6 |
| nor2b_1 | 6 |
| o21ai_0 | 11 |
| or3_1 | 5 |
Power is estimated from default activity; no workload was simulated.
